===== flow/run.sh =====
#!/bin/bash
# OpenROAD 26Q1-2900-gdf79404cd8, Yosys 0.63+post, stock flow scripts
make -C /OpenROAD-flow-scripts/flow DESIGN_CONFIG=/design/flow/config.mk WORK_HOME=/design/flow/orfs finish

===== flow/config.mk =====
export PLATFORM = sky130hd
export DESIGN_NAME = up_counter
export DESIGN_NICKNAME = up_counter
export VERILOG_FILES = /design/flow/design.v
export SDC_FILE = /design/flow/constraint.sdc
export NUM_CORES = 4
export LEC_CHECK = 1
export CORE_AREA = 10 10 70 70
export DIE_AREA = 0 0 80 80

===== flow/constraint.sdc =====
current_design up_counter

set clk_period 1.0
set clk_io_pct 0.2

create_clock -name clk0 -period $clk_period [get_ports {clk}]

set non_clock_inputs [all_inputs -no_clocks]
set_input_delay [expr $clk_period * $clk_io_pct] -clock clk0 $non_clock_inputs
set_output_delay [expr $clk_period * $clk_io_pct] -clock clk0 [all_outputs]

===== flow/design.v =====
module up_counter(input clk, reset, output[3:0] counter
    );
reg [3:0] counter_up;
always @(posedge clk or posedge reset)
begin
if(reset)
 counter_up <= 4'd0;
else
 counter_up <= counter_up + 4'd1;
end 
assign counter = counter_up;
endmodule

==> impl_metrics.ini <==
; synthesis and place-and-route metrics
[timing]
worst_slew_margin_rel_pct = 90.38
rsz0062_at_grt = false
fin_crit_sh_pct = 94.86
drv_slew = 0
setup_violations = 0
fin_skew_ns = 0.002134
tightest_slew_ns = 0.1441
fin_crit_ns = 0.9486
finalHoldViolations = 0
max_freq_mhz = 1054
finalSetupTns_ns = 0

[detailed_routing]
vias_per_cell = 1.743
drt-initial-drc-count = 5
drtPass1Iterations = 2
diodes = 0
postRouteAntennaNets = 0
detail_route.wl_per_cell_um = 6.186
wl_um = 433
drc = 0
vias = 122

[floorplan]
fp.dieH_um = 80
die_area_sq_um = 6400
die_w_um = 80
pin_count = 6
row_count = 21
coreArea_sq_um = 3416
initial_core_util_pct = 4.176

[yosys]
yosys-stat-cells = 10
synth_cells = 10
syn_avg_cell_area_sq_um = 14.26
ys_area_sq_um = 142.6
postSynthSeqShare_pct = 70.18
ys_seq_elements = 4
yosys_warnings = 1
syn_area_sq_um = 142.6
synth.distinct_cells = 6

[clock_network]
htreeDepth = 1
clk_pin_slew_ns = 0.04
holdBufCountCts = 0
clk_latency_ns = 0.23
cts_buffer_depth = 2
cts_buffers = 3
cts_sinks = 4
root_buffer = clkbuf_4
tritoncts = done

[setup_path]
required_ns = 1.12
ff2ff_setup_slack_ns = 0.05
setup.worst_path.end_class = register
worstSetupStartpointType = register
critPathKind = reg -> reg
cp.arrival_ns = 1.07
cp_max_fo = 3

[placement]
numPortBuffers = 5
place.gp.congestion = 0.6570
dp.cells = 64

[global_routing]
grt_antenna_before_repair = 0
grt_pass1_vias = 151
grt_max_degree = 5
grt_use_met3_pct = 2.955
met1_usage_pct = 1.337
top_usage_layer = met3
grtUsageMet2_pct = 1.445
grt_overflow = 0
grt_first_pass_wirelength_um = 690
track_usage_pct = 1.578

[hold_path]
hold_class = in -> async

[flow_run]
drv_cap = 0
warnings = 26

[status]
outcome = finished, final reports clean

[power]
power.density_nw_per_um2 = 1225
power.leakage_uw = 0.0001526
power.total_uw = 367.9
irDropWorstVdd_mv = 0.1647

[final_layout]
largest_reg_flops = 4
reg.largest.list = counter_up (4)
fin_cells = 70
top_register = counter_up
area_growth_pct = 110.5
drive_above_1_share_pct = 58.33
[stage by stage]
step           util [%]  instance area, sq um  hold slack, ns  setup WS, ns
6_report          8.791                 300.3          0.1514       0.05145
5_1_grt           8.791                 300.3          0.1659       0.01951
4_1_cts           9.158                 312.8          0.1445      -0.03270
3_5_place_dp      7.985                 272.8          0.3908      -0.09492
3_3_place_gp      7.985                 272.8          0.3946      -0.08695
2_1_floorplan         -                 142.6        -0.03392        0.1790
[report_power, final]
group          total (uW)  switching (uW)  internal [uW]  leakage, uW
Sequential            163               0            163    0.0000566
Clock                 198            64.1            134    0.0000138
Combinational        6.91            3.24           3.66    0.0000822
Total                 368            67.3            301     0.000153
[Yosys cell counts]
| cell type | n | area share, % |
|---|---|---|
| xnor2_1 | 1 | 6.1 |
| xor2_1 | 1 | 6.1 |
| dfrtp_1 | 4 | 70 |
| inv_1 | 2 | 5.3 |
| nand3_1 | 1 | 3.5 |
| ha_1 | 1 | 8.8 |
[routing by layer]
layer  vias to the layer above  part of all wire, %
met1                        57                   43
met2                         6                   29
met5                         -                    0
li1                         59                    -
met3                         0                   28
met4                         0                    0
[layout make-up]
class,instances,area (sq um)
fill,403,3115
sequential,4,100.1
timing repair buffer,11,75.07
tap,46,57.56
multi-input combinational,4,37.54
clock buffer,3,22.52
inverter,2,7.507
[cells by family after synthesis]
logic type / Yosys count / share of synthesized area, %
XOR/XNOR: 2 / 12.28
adder cells (fa/ha/maj): 1 / 8.771
buffers and inverters: 2 / 5.265
flip-flops: 4 / 70.18
AND/OR/NAND/NOR: 1 / 3.505
[placed cells by master, fill, tap and decap left out]
cell type        count
clkbuf_2             3
clkdlybuf4s50_1      1
buf_4                6
inv_1                2
buf_2                1
xor2_1               1
clkbuf_4             3
xnor2_1              1
nand3_1              1
dfrtp_1              4
ha_2                 1
[critical path: stages, from the launching register on]
cell     delay (ns)
dfrtp_1        0.38
buf_4          0.15
ha_2           0.18
xor2_1         0.13
[path summary, 6_finish.rpt]
| kind | to | depth (start not counted) | from |
|---|---|---|---|
| min in group clk0 | counter_up[0] | 2 | counter_up[0] |
| setup / recovery | counter_up[2] | 3 | counter_up[0] |
| hold / removal | counter_up[3] | 2 | reset |
| hold reg to reg | counter_up[0] | 2 | counter_up[0] |
| setup reg to reg | counter_up[2] | 3 | counter_up[0] |
| max in group asynchronous | counter_up[0] | 2 | reset |
[what timing repair did]
item / CTS / global route
setup buffers: 3 / 0
setup endpoints to repair: 4 / 4
endpoints found under the hold margin: 0 / 0
cloned: 0 / 0
gates resized: 10 / 4
No activity file was given, so power comes from the tool's default toggle rates.
