File: flow/design.v
module PISO(CLK,D,Q,SHIFT_LOAD);
input CLK, SHIFT_LOAD;
input [3:0]D;
output Q;
reg Q;
reg [3:0]TEMP;
always@(posedge CLK)
begin
if(SHIFT_LOAD==1'b0)
begin
Q<=1'b0;
TEMP<=D;
end
else
begin
Q<=TEMP[0];
TEMP<= TEMP>>1'b1;
end
end
endmodule
File: flow/run.sh
#!/bin/bash
# OpenROAD 26Q1-2900-gdf79404cd8, Yosys 0.63+post, stock flow scripts
make -C /OpenROAD-flow-scripts/flow DESIGN_CONFIG=/design/flow/config.mk WORK_HOME=/design/flow/orfs finish
File: flow/config.mk
export PLATFORM = sky130hd
export DESIGN_NAME = PISO
export DESIGN_NICKNAME = PISO
export VERILOG_FILES = /design/flow/design.v
export SDC_FILE = /design/flow/constraint.sdc
export NUM_CORES = 4
export LEC_CHECK = 1
export CORE_AREA = 10 10 70 70
export DIE_AREA = 0 0 80 80
File: flow/constraint.sdc
current_design PISO

set clk_period 1.4
set clk_io_pct 0.2

create_clock -name clk0 -period $clk_period [get_ports {CLK}]

set non_clock_inputs [all_inputs -no_clocks]
set_input_delay [expr $clk_period * $clk_io_pct] -clock clk0 $non_clock_inputs
set_output_delay [expr $clk_period * $clk_io_pct] -clock clk0 [all_outputs]
==> impl_metrics.env <==
# physical design summary
export IMPL_status="finished clean"
export IMPL_fa_ha_area_share_pct=0
export IMPL_openroad_warnings=25
export IMPL_ff_latch_area_sq_um=100.1
export IMPL_swShare_pct=18.03
export IMPL_worst_slew_pin_slew_ns=0.1902
export IMPL_final_area_sq_um=294.0
export IMPL_rr_worst_depth=1
export IMPL_cp_top_family="buffers and inverters"
export IMPL_power_density_nw_per_um2=1190
export IMPL_hold_viol_final=0
export IMPL_num_vias=102
export IMPL_post_place_ws_ns=0.07896
export IMPL_combPwrFrac_pct=8.9
export IMPL_simple_gate_area_share_pct=10.83
export IMPL_diodes=0
export IMPL_die_h_microns=80
export IMPL_syn_to_final_growth_pct=95.83
export IMPL_synthFlopType="dfxtp_1"
export IMPL_edf_count=0
export IMPL_skew_ns=0.001076
export IMPL_ys_sh_mux_pct=22.50
export IMPL_placed_area_sq_um=267.8
export IMPL_setup_viol=0
export IMPL_fin_util_pct=8.608
export IMPL_finalClockPeriodUsage_pct=92.17
export IMPL_ys_ff=5
export IMPL_switchingPower_mw=0.06309
export IMPL_yosys_warnings=1
export IMPL_rows=21
export IMPL_avgSynthCellArea_sq_um=15.01
export IMPL_core_area_sq_um=3416
export IMPL_htreeDepth=1
export IMPL_hold_path_class="flip-flop to flip-flop"
export IMPL_cp_depth=1
export IMPL_ioPinCount=7
export IMPL_wl_per_cell_microns=5.409
export IMPL_endpoint_kind="output port"
export IMPL_async_flop_share_pct=0
export IMPL_cp_max_fo=1
export IMPL_ys_area_sq_um=150.1
export IMPL_worstHoldPathCells=1
export IMPL_pwr_share_seq_pct=44.8
export IMPL_rsz0062_at_grt="no"
export IMPL_drcViolationCount=0
export IMPL_yosys_area_top_type_share_pct=66.67
export IMPL_pwr_share_clk_pct=46.3
export IMPL_arrival_ns=1.01
export IMPL_ys_seq_share_pct=66.67
export IMPL_p_int_mw=0.2867
export IMPL_fillerInstances=416
export IMPL_ant_nets=0
export IMPL_fin_crit_ns=1.290
export IMPL_top_cell="dfxtp_1"
export IMPL_initial_core_util_pct=4.396
export IMPL_synth_cellmix_compoundShare_pct=0
export IMPL_syn_inst=10
export IMPL_rrSetupSlack_ns=0.75
export IMPL_tns_ns=0
export IMPL_cts_root_buf="clkbuf_4"
export IMPL_vdd_ir_drop_max_mv=0.4152
export IMPL_synth_cell_types=4
export IMPL_critPathLaunchType="flip-flop"
export IMPL_fin_ws_ns=0.1096
export IMPL_numCtsBuffers=3
export IMPL_clkTransAtPathRegs_ns=0.04
export IMPL_fmax_ghz=0.7749
export IMPL_path_buffers=1
export IMPL_top_cells_by_count="dfxtp_1 (5), mux2_2 (3), and2_2 (1), and2b_2 (1)"
export IMPL_clk_latency_ns=0.24
export IMPL_grt_pass1_wl_microns=524
export IMPL_top_logic_kind="multiplexers"
export IMPL_path_class="flip-flop to output port"
export IMPL_synth_top_cell_by_area="dfxtp_1"
export IMPL_io_buffers=6
export IMPL_dr_pass1_iters=1
export IMPL_path_cells="clkdlybuf4s50_1"
export IMPL_maxCapViolations=0
export IMPL_cpMaxStageDelayCell="clkdlybuf4s50_1"
export IMPL_yosys_stat_cells=10
export IMPL_drt_iter0_markers=0
export IMPL_critical_path_max_stage_delay_ns=0.48
export IMPL_postCtsSetupBuffers=0
export IMPL_gp_congestion=0.6122
export IMPL_cts_hold_buf=0
export IMPL_vias_per_cell=1.545
export IMPL_slew_headroom_pct=87.28
export IMPL_cp_required_ns=1.12
export IMPL_chipWidth_microns=80
export IMPL_clockBufferDepth=2
export IMPL_p_leak_nw=0.1011
export IMPL_synth_area_top_cells="dfxtp_1 (67%), mux2_2 (22%), and2b_2 (5.8%)"
export IMPL_die_area_sq_um=6400
export IMPL_cts_resized=0
export IMPL_cts_tree="yes"
export IMPL_overflow=0
export IMPL_grt_total_usage_pct=1.181
export IMPL_drive_above_1_share_pct=40.00
export IMPL_xor_area_share_pct=0
export IMPL_drv_slew=0
export IMPL_grt_pass1_vias=104
export IMPL_antenna_found_initial=0
export IMPL_synth_cell_area_sq_um=150.1
export IMPL_drt_total_wl_microns=357
export IMPL_logic_area_sq_um=50.05
export IMPL_clock_sinks=5
export IMPL_grt_max_degree=6
## final timing paths
path,from,end
max,Q$_SDFF_PN0_,Q
max reg2reg,TEMP[3]$_SDFF_PP0_,TEMP[2]$_DFF_P_
min reg2reg,TEMP[0]$_DFF_P_,Q$_SDFF_PN0_
min,TEMP[0]$_DFF_P_,Q$_SDFF_PN0_
## cells by family after synthesis
| group | Yosys count |
|---|---|
| multiplexers | 3 |
| AND/OR/NAND/NOR | 2 |
| flip-flops | 5 |
## registers in the layout (all words and copies together), names as in the netlist
register,count
TEMP,4
Q,1
## power groups by stage
stage	combinational (mW)	sequential (mW)	clock (mW)
finish	0.0311	0.157	0.162
global route	0.0339	0.157	0.187
CTS	0.0318	0.157	0.171
## placed cells by master (no fill, tap or decap), drive strengths merged
cell type      n
and2b          1
dfxtp          5
clkbuf         4
clkdlybuf4s50  6
and2           1
mux2           3
## final cells by class
| class | count | share of cell area, % |
|---|---|---|
| multi-input cells | 5 | 17.02 |
| well taps | 46 | 19.57 |
| clock buffers | 4 | 8.936 |
| repair buffers | 6 | 20.43 |
| flip-flops and latches | 5 | 34.04 |
## layer usage
metal  global-route usage [%]  up-vias  part of all wire (%)  wire [microns]
met4                   0.1761        0                     0               0
met3                    1.705        0                    20              70
met1                    1.527       42                    52             184
li1                         -       52                     -               -
met5                        0        -                     0               0
met2                   0.9631        8                    29             103
## through the flow
step | instances | total power, mW | hold slack [ns]
floorplan | 10 | 0.1690 | 0.4162
global placement | 62 | 0.1892 | 0.4315
detailed placement | 62 | 0.1908 | 0.4315
CTS | 66 | 0.3598 | 0.4417
global route | 66 | 0.3785 | 0.4683
finish | 66 | 0.3498 | 0.4402
Power figures rest on the tool's default switching activity, not on a simulated workload.
